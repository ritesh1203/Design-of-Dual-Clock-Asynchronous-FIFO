File: flow/config.mk
export PLATFORM = sky130hd
export DESIGN_NAME = rptr_empty
export DESIGN_NICKNAME = rptr_empty
export VERILOG_FILES = /design/flow/design.v
export SDC_FILE = /design/flow/constraint.sdc
export NUM_CORES = 4
export LEC_CHECK = 1
export CORE_AREA = 10 10 70 70
export DIE_AREA = 0 0 80 80
File: flow/design.v
`timescale 1ns / 1ps
module rptr_empty
#(
  parameter ADDRSIZE = 4
)
(
  input   rinc, rclk, rrst_n,
  input   [ADDRSIZE:0] rq2_wptr,      
  output  reg rempty,                 
  output  [ADDRSIZE-1:0] raddr,       
  output  reg [ADDRSIZE:0] rptr       
);
  reg  [ADDRSIZE:0] rbin;             
  wire [ADDRSIZE:0] rgraynext;        
  wire [ADDRSIZE:0] rbinnext;         
  wire rempty_val;
  assign rbinnext   = rbin + (rinc & ~rempty);
  assign rgraynext  = (rbinnext >> 1) ^ rbinnext;
  assign raddr = rbin[ADDRSIZE-1:0];
  always @(posedge rclk or negedge rrst_n) begin
    if (!rrst_n)
      {rbin, rptr} <= 0;
    else
      {rbin, rptr} <= {rbinnext, rgraynext};
  end
  assign rempty_val = (rgraynext == rq2_wptr);
  always @(posedge rclk or negedge rrst_n) begin
    if (!rrst_n)
      rempty <= 1'b1;
    else
      rempty <= rempty_val;
  end
endmodule
File: flow/run.sh
#!/bin/bash
# OpenROAD 26Q1-2900-gdf79404cd8, Yosys 0.63+post, stock flow scripts
make -C /OpenROAD-flow-scripts/flow DESIGN_CONFIG=/design/flow/config.mk WORK_HOME=/design/flow/orfs finish
File: flow/constraint.sdc
current_design rptr_empty

set clk_period 2.2
set clk_io_pct 0.2

create_clock -name clk0 -period $clk_period [get_ports {rclk}]

set non_clock_inputs [all_inputs -no_clocks]
set_input_delay [expr $clk_period * $clk_io_pct] -clock clk0 $non_clock_inputs
set_output_delay [expr $clk_period * $clk_io_pct] -clock clk0 [all_outputs]
==> changes_impl.md <==
### Physical design

- Outcome: finished, final reports clean
- Final setup violation count: 0
- Worst clock skew: 0.00342 ns
- Core Util at FP: 0.163
- Clk root buf: clkbuf_4
- Required time worst endpoint: ~2.4 ns
- CP startpoint kind: input port
- OpenROAD warning count: 25
- GR Layer Usage met3: 0.0341
- Post-CTS Resized: 0
- Crit Path Category: in2reg
- Peak VDD IR: 0.000404 V
- Finished Core Util: 0.242
- DR vias: just under 400
- Sequential area share after synthesis: 0.452
- Placer congestion estimate: around 0.73
- Io pins: 18
- Final hold vios: 0
- Chip footprint: around 0.0064 mm²
- Largest net degree at the start of global routing: 11
- Top area cell types: dfrtp_1 (40%), xnor2_1 (11%), xnor3_1 (8.1%)
- Crit. End Element: flop
- Clock latency on the worst-skew pair: about 0.27 ns
- Tightest hold margin: around 0.48 ns
- Grt met2 use: 0.0538
- Pre-CTS setup slack: -0.0846 ns
- Post-CTS setup buffers: 0
- Vias in the first global route: 416
- Chip width: 80 µm
- RSZ-0062 raised after global routing: false
- Syn Std Cell Area: 557 µm²
- Setup TNS: 0 ns
- Antenna-violating nets left: 0
- First-pass GRT wire length: 1.93 mm
- Flop-to-flop setup slack: between 0.3 and 0.4 ns
- Final tally of max-slew violations: 0
- CTS Buffer Depth: 2
- Initial antenna violation count: 0
- Post-Route WL: ~1.1 mm
- Maxcap violations: 0
- # Cells Yosys: between 40 and 50
- CTS Buf Count: 3
- Distinct cell type count after synthesis: 21
- CORE AREA: approximately 0.0034 mm²
- Reg2Reg Depth: 7
- Ys flops: 10
- R2r endpoint: rempty
- Worst slew pin tran: 0.441 ns
- Synth top area share: 0.404
- Total gr overflow: 0
- CTS tree: done
- Share of layout cells above drive strength 1: 0.179
- Worst setup margin: between 0.2 and 0.25 ns
- Hold buffer count at CTS: 0
- Min cycle time layout: between 1.5 and 2 ns
- Row count: 21
- Start of the worst register-to-register path: rempty
- Yosys stat chip area: between 500 and 600 µm²
- Crit Path Max Fanout: 4
- CTS H-Tree Depth: 1
- Syn Inst Count: roughly 45
- Slew margin rel.: 0.705
- Fmax: approximately 500 MHz
- Initial DRC Count: 8
- Sink Count: 10
- Filler Cells Inserted: 370
- Most frequent cells in the layout: clkdlybuf4s50_1 (17), dfrtp_1 (9), xnor2_1 (7)
- Area growth syn-to-layout: 48.5%
- Fin crit share: 0.904
- Routed WL per cell: a little under 10 µm
- Vias/cell: about 3.5
- Clock slew at reported path FFs: approximately 0.07 ns
- Finished Cell Area: just over 800 µm²
- Grt met1 use: 0.0457
- Warnings from Yosys: 1
- # diodes: 0
- Chip height: 80 µm
- Critical path arrival: between 2 and 2.5 ns
- Placed standard-cell area: between 700 and 800 µm²
- Router iterations before antenna repair: 2
- Gr busiest metal: met2
- Yosys top cell by area: dfrtp_1
- Power Density: 1470 mW/mm²
- Drc violations: 0
- Post-Syn Area per Cell: about 12 µm²
- Commonest Layout Cell: clkdlybuf4s50_1
- Leakage power: between 0.0003 and 0.0004 µW
- GRT Util Overall: 0.0388
- Hold Path Class: in2async
- PortBufs: 17
flip-flops by register name (all words and copies together), names as in the netlist:
name / cells
rempty: 1
rptr: 5
rbin: 4
Yosys cell counts (all sizes together):
| library cell | n |
|---|---|
| dfrtp | 9 |
| a2bb2oi | 1 |
| and2 | 1 |
| a21o | 1 |
| a21boi | 1 |
| nand2 | 2 |
| buf | 2 |
| a21oi | 1 |
| xnor3 | 2 |
| inv | 2 |
| nand3 | 3 |
| nand2b | 1 |
| xnor2 | 7 |
| ha | 2 |
| dfstp | 1 |
| o211ai | 1 |
| and3 | 1 |
| nor3 | 1 |
| xor2 | 5 |
| nor2b | 1 |
per-stage QoR:
stage / instances / total power, µW
floorplan: 45 / 791
global placement: 109 / 1070
detailed placement: 109 / 1080
CTS: 113 / 1250
global route: 113 / 1330
finish: 113 / 1220
critical path, stage by stage:
cell and delay [ns]:
clkdlybuf4s50_1 0.44, nor2b_1 0.14, ha_1 0.19, ha_1 0.23, xnor3_1 0.35, nor3_2 0.19, o211ai_2 0.11, a21oi_2 0.11
routing by layer:
metal	vias to the layer above	wire length, µm
met5	-	0
met4	0	6
met3	2	160
met2	16	450
met1	178	504
li1	195	-
how the worst max path moves through the flow:
stage     depth (start not counted)  from      to
4_1_cts                           8  rinc  rempty
5_1_grt                           9  rinc  rempty
6_report                          8  rinc  rempty
report_power, final:
part / leakage, µW / internal [µW] / switching [µW]
Combinational: 0.000215 / 435 / 250
Clock: 0.0000210 / 101 / 63.8
Sequential: 0.000116 / 286 / 83.4
Total: 0.000352 / 822 / 397
logic make-up (layout without fill, tap and decap cells):
kind of cell | Yosys count | in the layout | synth area share
compound gates | 5 | 5 | 0.0876
xor+xnor | 14 | 14 | 0.270
fa+ha+maj | 2 | 2 | 0.0449
buf+inv | 4 | 26 | 0.0427
flops | 10 | 10 | 0.452
simple gates | 10 | 10 | 0.103
layout make-up:
cell class	count	area [µm²]	area share
Clock buffer	4	36.3	0.0439
Sequential cell	10	251	0.304
Tap cell	46	57.6	0.0696
Inverter	2	7.51	0.00908
Timing Repair Buffer	20	193	0.233
Multi-Input combinational cell	31	282	0.340
Power is estimated from default activity; no workload was simulated.
