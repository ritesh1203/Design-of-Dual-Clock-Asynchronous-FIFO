[/design/flow/run.sh]
#!/bin/bash
# OpenROAD 26Q1-2900-gdf79404cd8, Yosys 0.63+post, stock flow scripts
make -C /OpenROAD-flow-scripts/flow DESIGN_CONFIG=/design/flow/config.mk WORK_HOME=/design/flow/orfs finish
[/design/flow/constraint.sdc]
current_design fifomem

set clk_period 4.0
set clk_io_pct 0.2

create_clock -name clk0 -period $clk_period [get_ports {wclk}]

set non_clock_inputs [all_inputs -no_clocks]
set_input_delay [expr $clk_period * $clk_io_pct] -clock clk0 $non_clock_inputs
set_output_delay [expr $clk_period * $clk_io_pct] -clock clk0 [all_outputs]
[/design/flow/config.mk]
export PLATFORM = sky130hd
export DESIGN_NAME = fifomem
export DESIGN_NICKNAME = fifomem
export VERILOG_FILES = /design/flow/design.v
export SDC_FILE = /design/flow/constraint.sdc
export NUM_CORES = 4
export LEC_CHECK = 1
export CORE_UTILIZATION = 50
[/design/flow/design.v]
`timescale 1ns / 1ps
module fifomem
#(
  parameter DATASIZE = 8,  
  parameter ADDRSIZE = 4   
)
(
  input   winc, wfull, wclk,
  input   [ADDRSIZE-1:0] waddr, raddr,
  input   [DATASIZE-1:0] wdata,
  output  [DATASIZE-1:0] rdata
);
  localparam DEPTH = 1 << ADDRSIZE;
  reg [DATASIZE-1:0] mem [0:DEPTH-1];
  assign rdata = mem[raddr];
  always @(posedge wclk) begin
    if (winc && !wfull)
      mem[waddr] <= wdata;
  end
endmodule
==> flow_summary.html <==
<h3>Flow metrics</h3>
<table>
<tr><th>Metric</th><th>Value</th></tr>
<tr><th colspan="2">Finish</th></tr>
<tr><td>Largest regs</td><td>mem (128)</td></tr>
<tr><td>Most numerous logic cells after layout</td><td>sky130_fd_sc_hd__edfxtp_1 (128), sky130_fd_sc_hd__clkdlybuf4s50_1 (25), sky130_fd_sc_hd__mux4_2 (18)</td></tr>
<tr><td>Final core utilization</td><td>62.1%</td></tr>
<tr><td>Most common cell after layout, fill and taps aside</td><td>sky130_fd_sc_hd__edfxtp_1</td></tr>
<tr><td>Ratio of cells with drive above 1 in the final layout</td><td>21.3%</td></tr>
<tr><td>Flip-flop count of the largest register after layout</td><td>128</td></tr>
<tr><td>Area overhead of the layout relative to synthesis</td><td>21.0%</td></tr>
<tr><td>Most flops, register</td><td>mem</td></tr>
<tr><td>Cell area after layout</td><td>0.00604 sq mm</td></tr>
<tr><th colspan="2">Placed design</th></tr>
<tr><td>Buffers added on ports</td><td>26</td></tr>
<tr><td>RD Place Congestion</td><td>0.766</td></tr>
<tr><td>Half-perimeter wire length of the detailed placement result</td><td>5.50 mm</td></tr>
<tr><td>Post-detailed-placement cell area</td><td>0.00545 sq mm</td></tr>
<tr><td>Worst setup slack before clock tree synthesis</td><td>535 ps</td></tr>
<tr><th colspan="2">Global routing</th></tr>
<tr><td>Remaining global-route overflow</td><td>0</td></tr>
<tr><td>Number of global-route vias before repair</td><td>2,508</td></tr>
<tr><td>Largest net degree at the start of global routing</td><td>33</td></tr>
<tr><td>Gr usage total</td><td>21.2%</td></tr>
<tr><td>Initial antenna violation count</td><td>0</td></tr>
<tr><td>Global-route wire length before repair</td><td>13.9 mm</td></tr>
<tr><th colspan="2">Critical path</th></tr>
<tr><td>Critical path class</td><td>in -&gt; out</td></tr>
<tr><td>Crit-path max cell delay</td><td>500 ps</td></tr>
<tr><td>Kind of start point of the critical path</td><td>input port</td></tr>
<tr><td>Slowest stage cell, crit path</td><td>sky130_fd_sc_hd__clkdlybuf4s50_1</td></tr>
<tr><td>Critical path endpoint category</td><td>output port</td></tr>
<tr><td>Largest fanout on the critical path</td><td>32</td></tr>
<tr><td>Data arrival time of the critical path</td><td>2670 ps</td></tr>
<tr><td>Crit-path most repeated cell</td><td>sky130_fd_sc_hd__clkdlybuf4s50_1</td></tr>
<tr><td>Required arrival time at the worst endpoint</td><td>3200 ps</td></tr>
<tr><td>Crit-path leading delay family</td><td>buffers and inverters</td></tr>
<tr><td>Critical path buffers and inverters</td><td>3</td></tr>
<tr><td>List of cells traversed by the critical path</td><td>clkdlybuf4s50_1, buf_12, mux4_2, a22oi_1, nand2_1, clkdlybuf4s50_1</td></tr>
<tr><th colspan="2">Worst hold path</th></tr>
<tr><td>Count of cells along the worst hold path</td><td>1</td></tr>
<tr><td>Worst Hold Endpoint</td><td>mem[1][2]</td></tr>
<tr><td>Hold Startpoint</td><td>wdata[2]</td></tr>
<tr><td>HP Class</td><td>in -&gt; reg</td></tr>
<tr><th colspan="2">CTS</th></tr>
<tr><td>Resize count post-CTS</td><td>0</td></tr>
<tr><td>Num Clock Sinks</td><td>128</td></tr>
<tr><td>Maximum count of clock buffers along a single path</td><td>2</td></tr>
<tr><td>Root cell of the clock tree</td><td>sky130_fd_sc_hd__clkbuf_8</td></tr>
<tr><td>Clock buffers created by TritonCTS</td><td>17</td></tr>
<tr><td>H-Tree Depth</td><td>4</td></tr>
<tr><td>Clk slew on worst S/H paths</td><td>60 ps</td></tr>
<tr><td>Count of hold buffers inserted by post-cts repair</td><td>0</td></tr>
<tr><td>TritonCTS clock tree</td><td>built</td></tr>
<tr><td>Setup Fix Bufs, Post-CTS</td><td>0</td></tr>
<tr><th colspan="2">Flow run</th></tr>
<tr><td>Max-capacitance violation count</td><td>0</td></tr>
<tr><td>Tool warning count</td><td>25</td></tr>
<tr><th colspan="2">Synthesis</th></tr>
<tr><td>Top-area cell type share of the netlist area</td><td>76.9%</td></tr>
<tr><td>Registers, synthesis</td><td>128</td></tr>
<tr><td>Cell count in the Yosys report</td><td>222</td></tr>
<tr><td>Synthesis Warnings</td><td>1</td></tr>
<tr><td>Cell accounting for the most synthesized area</td><td>sky130_fd_sc_hd__edfxtp_1</td></tr>
<tr><td>Largest cells by area after synthesis</td><td>sky130_fd_sc_hd__edfxtp_1 (77%), sky130_fd_sc_hd__mux4_2 (8.1%), sky130_fd_sc_hd__mux4_1 (7.4%)</td></tr>
<tr><td>Mean Syn Cell Area</td><td>22.5 sq um</td></tr>
<tr><td>Yosys chip area</td><td>0.00500 sq mm</td></tr>
<tr><td>Cell count after synthesis</td><td>222</td></tr>
<tr><td>Portion of the post-synthesis area used by sequential elements</td><td>76.9%</td></tr>
<tr><td>Netlist area before placement</td><td>0.00500 sq mm</td></tr>
<tr><td>Number of distinct library cell variants in the gate-level netlist after synthesis</td><td>18</td></tr>
<tr><th colspan="2">Final timing</th></tr>
<tr><td>Final-layout setup total negative slack</td><td>0 ps</td></tr>
<tr><td>Min setup slack post-route</td><td>526 ps</td></tr>
<tr><td>Max frequency</td><td>288 MHz</td></tr>
<tr><td>Period minus WS final</td><td>3470 ps</td></tr>
<tr><td>Final cycle utilization of the critical path</td><td>86.9%</td></tr>
<tr><td>Max_slew headroom</td><td>38.6%</td></tr>
<tr><td>Final max-slew violation count</td><td>0</td></tr>
<tr><td>Final hold violations</td><td>0</td></tr>
<tr><td>Unrepaired setup endpoints after global routing</td><td>no</td></tr>
<tr><td>Measured slew at the worst slew-check pin</td><td>918 ps</td></tr>
<tr><td>Final number of setup-violating endpoints</td><td>0</td></tr>
<tr><th colspan="2">Route</th></tr>
<tr><td>Total wire length</td><td>8.95 mm</td></tr>
<tr><td>1st-pass router iterations</td><td>5</td></tr>
<tr><td>Via density per instance</td><td>5.59</td></tr>
<tr><td>Violation count after the first detailed-route iteration</td><td>140</td></tr>
<tr><td>Final routed wire length divided by cell count</td><td>21.6 um</td></tr>
<tr><td>Drt drc</td><td>0</td></tr>
<tr><td>Antenna-violating nets left</td><td>0</td></tr>
<tr><td>Vias after detailed routing</td><td>2,319</td></tr>
<tr><td>Antenna diode count</td><td>0</td></tr>
<tr><th colspan="2">Floorplanning</th></tr>
<tr><td>Pre-Place Util</td><td>51.4%</td></tr>
<tr><td>Chip area</td><td>0.0104 sq mm</td></tr>
<tr><td>Core Box Area</td><td>0.00973 sq mm</td></tr>
<tr><td>IO Pins</td><td>27</td></tr>
<tr><td>Die boundary height</td><td>102 um</td></tr>
<tr><td>Cell row count</td><td>36</td></tr>
<tr><td>Die outline width</td><td>102 um</td></tr>
<tr><th colspan="2">Pwr</th></tr>
<tr><td>Static leakage</td><td>1.98 nW</td></tr>
<tr><td>VDD IR-drop max</td><td>0.341 mV</td></tr>
<tr><td>Power per cell area</td><td>523 mW/mm^2</td></tr>
<tr><th colspan="2">Run status</th></tr>
<tr><td>Outcome</td><td>finished, final reports clean</td></tr>
</table>
## how the worst max path moves through the flow
stage | startpoint | end | slack, ps | depth (start not counted)
finish | raddr[1] | rdata[4] | 530 | 6
global route | raddr[1] | rdata[6] | 400 | 6
CTS | raddr[1] | rdata[6] | 530 | 6
## cells by family (layout without fill, tap and decap cells)
kind of cell | count (synthesis) | count (layout) | share of synthesized area, %
flip-flops | 128 | 128 | 76.9
AND/OR/NAND/NOR | 36 | 36 | 3.46
multiplexers | 32 | 32 | 15.5
AND-OR/OR-AND | 16 | 16 | 2.40
buffers and inverters | 10 | 70 | 1.73
## routing by layer
| metal | part of all wire (%) | track usage (%) |
|---|---|---|
| met2 | 47 | 30.0 |
| met3 | 10 | 11.2 |
| met4 | 1.2 | 3.08 |
| met1 | 42 | 35.3 |
| met5 | 0 | 0 |
## report_power, final
part | switching [W] | leakage, nW | internal [W] | total (W)
clock | 0.000516 | 0.285 | 0.00100 | 0.00152
sequential | 0.00000301 | 1.15 | 0.00149 | 0.00150
combinational | 0.0000700 | 0.547 | 0.0000755 | 0.000145
## layout make-up
cell class	count	area, sq um
Clock buffer	19	422
Clock inverter	12	168
Fill cell	693	3690
Multi-Input combinational cell	84	1070
Sequential cell	128	3840
Tap cell	133	166
Timing Repair Buffer	39	378
## through the flow
step | std cells | hold slack [ps] | power, W
floorplan | 222 | 899 | 0.00160
global placement | 384 | 1740 | 0.00167
detailed placement | 384 | 1750 | 0.00167
CTS | 415 | 1220 | 0.00318
global route | 415 | 1270 | 0.00326
finish | 415 | 1230 | 0.00316
## cells in the mapped netlist
cell,number
sky130_fd_sc_hd__buf_6,3
sky130_fd_sc_hd__buf_2,3
sky130_fd_sc_hd__nor3_1,4
sky130_fd_sc_hd__nor2b_1,1
sky130_fd_sc_hd__mux4_1,14
sky130_fd_sc_hd__edfxtp_1,128
sky130_fd_sc_hd__nand2b_1,3
sky130_fd_sc_hd__and2_1,1
sky130_fd_sc_hd__nor2_1,13
sky130_fd_sc_hd__and2b_1,1
sky130_fd_sc_hd__nand2_1,10
sky130_fd_sc_hd__nand4b_1,1
sky130_fd_sc_hd__a22oi_1,16
sky130_fd_sc_hd__nand4bb_1,1
sky130_fd_sc_hd__buf_4,1
sky130_fd_sc_hd__mux4_2,18
sky130_fd_sc_hd__clkdlybuf4s25_2,3
sky130_fd_sc_hd__nor3b_1,1
Power is estimated from default activity; no workload was simulated.
