## design/flow/constraint.sdc

```tcl
current_design wptr_full

set clk_period 2.1
set clk_io_pct 0.2

create_clock -name clk0 -period $clk_period [get_ports {wclk}]

set non_clock_inputs [all_inputs -no_clocks]
set_input_delay [expr $clk_period * $clk_io_pct] -clock clk0 $non_clock_inputs
set_output_delay [expr $clk_period * $clk_io_pct] -clock clk0 [all_outputs]
```

## design/flow/design.v

```verilog
`timescale 1ns / 1ps
module wptr_full
#(
  parameter ADDRSIZE = 4
)
(
  input   winc, wclk, wrst_n,
  input   [ADDRSIZE:0] wq2_rptr,    
  output  reg wfull,                
  output  [ADDRSIZE-1:0] waddr,     
  output  reg [ADDRSIZE:0] wptr     
);
  reg  [ADDRSIZE:0] wbin;           
  wire [ADDRSIZE:0] wgraynext;      
  wire [ADDRSIZE:0] wbinnext;       
  wire wfull_val;
  assign wbinnext  = wbin + (winc & ~wfull);
  assign wgraynext = (wbinnext >> 1) ^ wbinnext;
  assign waddr = wbin[ADDRSIZE-1:0];
  always @(posedge wclk or negedge wrst_n) begin
    if (!wrst_n)
      {wbin, wptr} <= 0;
    else
      {wbin, wptr} <= {wbinnext, wgraynext};
  end
  assign wfull_val = (wgraynext == {~wq2_rptr[ADDRSIZE:ADDRSIZE-1],
                                    wq2_rptr[ADDRSIZE-2:0]});
  always @(posedge wclk or negedge wrst_n) begin
    if (!wrst_n)
      wfull <= 1'b0;
    else
      wfull <= wfull_val;
  end
endmodule
```

## design/flow/config.mk

```make
export PLATFORM = sky130hd
export DESIGN_NAME = wptr_full
export DESIGN_NICKNAME = wptr_full
export VERILOG_FILES = /design/flow/design.v
export SDC_FILE = /design/flow/constraint.sdc
export NUM_CORES = 4
export LEC_CHECK = 1
export CORE_AREA = 10 10 70 70
export DIE_AREA = 0 0 80 80
```

## design/flow/run.sh

```bash
#!/bin/bash
# OpenROAD 26Q1-2900-gdf79404cd8, Yosys 0.63+post, stock flow scripts
make -C /OpenROAD-flow-scripts/flow DESIGN_CONFIG=/design/flow/config.mk WORK_HOME=/design/flow/orfs finish
```

==> flow_summary.toml <==
# yosys + openroad results
[final_timing]
period_minus_slack_ns = 2.01
slew_viol_final = 0
fmax_ghz = 0.497
setup-violations-final = 0
fin_setup_tns_ns = 0
worst_pin_slew_ns = 0.443
fin_crit_sh_pct = 95.8
finClkSkew_ns = 0.00223
timing.final.ws_setup_ns = 0.0885
whs_ns = 0.468
rsz0062_at_grt = "false"
hold_viol_final = 0
relSlewSlack_pct = 70.4

[clocking]
cts_buffers = 3
hold_buffers = 0
postCtsSetupRepairBufs = 0
clkLatencyLatePin_ns = 0.26
clkTransAtPathRegs_ns = 0.06
cts_sinks = 10
root_buffer = "clkbuf_4"
cts_buffer_depth = 2
cts_tree = "yes"
htreeDepth = 1

[setup_path]
critPathRequiredTime_ns = 2.29
crit_type = "reg2reg"
crit_fanout = 4
worstSetupEndpointType = "register"
r2r_slack_ns = 0.09
r2r-end = "wfull"
reg2regPathDepth = 8
arrival_ns = 2.21
timing.rr.start = "wfull"
startpoint_type = "register"

[power_and_ir_drop]
power_frac_clock_pct = 13.1
swShare_pct = 32.4
p_sw_w = 0.000417
combPwrFrac_pct = 57.3
pwr-share-seq_pct = 29.6
p_per_area_nw_per_um2 = 1510
internal_power_w = 0.000869
leakagePower_nw = 0.342
ir_drop_mv = 0.420

[floorplan]
die_h_um = 80
fp-row-count = 21
dieArea_um2 = 6400
io_pins = 18
dieWidth_um = 80
design.core.area_um2 = 3420
initCoreUtil_pct = 14.7

[detailed_routing]
drcViolationCount = 0
ant_nets = 0
vias_per_cell = 3.47
drtIter0Drc = 11
wl_um = 1260
antennaDiodeCount = 0
wl_per_cell_um = 10.7
drtPass1Iterations = 2
vias = 406

[status]
outcome = "finished clean"

[yosys]
area_leaders = "dfrtp_1 50%, xor2_1 10%, xnor2_1 7.0%"
syn_area_um2 = 503
ys_area_um2 = 503
ys_cells = 43
top_cell_area_share_pct = 49.8
yosysWarnings = 1
ys.flops = 10
synthesis.instances = 43
ys_seq_share_pct = 49.8
top_area_cell = "dfrtp_1"
synth_cell_type_count = 22
syn_avg_cell_area_um2 = 11.7

[final_layout]
drive_gt1_share_pct = 22.5
post-route-util_pct = 24.9
design_area_um2 = 851
syn2layout_area_growth_pct = 69.2

[min_path]
hp-class = "in2async"

[placed_design]
pre_cts_ws_ns = -0.508
io_buffers = 17
hpwlAfterDp_um = 1020
placed_cell_area_um2 = 796
place.gp.congestion = 0.782

[job]
tool_warnings = 25
drv_cap = 0

[grt]
overflow = 0
grt_pass1_wl_um = 1870
grtUsageTotal_pct = 3.78
antenna_found_initial = 0
grt_pass1_vias = 391
grt_max_degree = 11
layer usage:
metal	global-route usage, %	vias up	share of wire [%]
li1	-	208	-
met4	0.352	0	0
met2	5.54	13	43
met1	4.48	185	44
met3	2.84	0	13
met5	0	-	0
cell type report:
type,instances,area (um2)
Fill cell,370,2560
Multi-Input combinational cell,32,282
Sequential cell,10,250
Timing Repair Buffer,24,221
Tap cell,46,57.6
Clock buffer,4,36.3
Inverter,1,3.75
kinds of logic (layout without fill, tap and decap cells):
family / count (synthesis) / count (layout) / share of synthesized area, %
fa+ha+maj: 2 / 2 / 4.97
simple gates: 11 / 11 / 13.9
flops: 10 / 10 / 49.8
buf+inv: 1 / 29 / 0.746
xor+xnor: 10 / 10 / 17.4
mux: 1 / 1 / 1.99
compound gates: 8 / 8 / 11.2
worst max-delay path by stage:
stage	from	to	slack (ns)	cells after the start
final	wfull	wfull	0.09	8
after global routing	wfull	wfull	0.006	8
after CTS	wfull	wfull	0.04	8
synth_stat cells (all sizes together):
cell / number
or3: 1
nand4: 1
or3b: 1
a211o: 1
ha: 2
nand2: 1
xnor2: 4
o21ai: 1
nor2: 1
inv: 1
nand3: 2
o21a: 1
dfrtp: 10
nor2b: 1
xor2: 6
a21oi: 2
mux2i: 1
nand3b: 2
and4b: 1
a21boi: 2
a31oi: 1
power groups by stage:
stage	Combinational, W	Clock (W)	Sequential, W
after CTS	0.000754	0.000176	0.000380
final	0.000737	0.000169	0.000381
after global routing	0.000815	0.000186	0.000395
cell usage in the layout, fill, tap and decap left out:
| master | instances |
|---|---|
| mux2i_1 | 1 |
| and4b_1 | 1 |
| o21ai_0 | 1 |
| xnor2_1 | 4 |
| a21boi_0 | 1 |
| inv_1 | 1 |
| a211o_1 | 1 |
| dfrtp_1 | 10 |
| or3b_2 | 1 |
| nor2b_4 | 1 |
| a21boi_1 | 1 |
| o21a_1 | 1 |
| nand3_1 | 2 |
| a31oi_1 | 1 |
| ha_4 | 2 |
| nand3b_1 | 2 |
| xor2_1 | 6 |
| nand4_1 | 1 |
| dlygate4sd2_1 | 1 |
| a21oi_1 | 1 |
| clkdlybuf4s50_1 | 16 |
| nand2_1 | 1 |
| or3_1 | 1 |
| a21oi_2 | 1 |
| clkbuf_8 | 1 |
| buf_4 | 7 |
| clkbuf_4 | 3 |
| nor2_1 | 1 |
stage by stage:
stage               total power [W]  std cells
global placement            0.00108        114
detailed placement          0.00109        114
floorplan                  0.000689         43
CTS                         0.00131        117
global route                0.00140        117
finish                      0.00129        117
registers in the layout, indices dropped and copies added, names as in the netlist:
register / cells
wbin: 4
wfull: 1
wptr: 5
critical path, cell delays in order (launching register included):
cell	delay, ns
dfrtp_1	0.40
nor2b_4	0.14
ha_4	0.15
ha_4	0.14
and4b_1	0.19
o21a_1	0.19
or3_1	0.32
a211o_1	0.31
a21oi_2	0.11
timing repair:
action,CTS,global route
setup endpoints to repair,1,1
hold endpoints to repair,0,0
gates resized,6,0
pin swaps,5,3
No activity file was given, so power comes from the tool's default toggle rates.
